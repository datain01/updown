### ./config.mk
export PLATFORM = sky130hd
export DESIGN_NAME = guess_and_compare
export DESIGN_NICKNAME = guess_and_compare
export VERILOG_FILES = /design/flow/design.v
export SDC_FILE = /design/flow/constraint.sdc
export NUM_CORES = 4
export LEC_CHECK = 1
export CORE_AREA = 10 10 77 77
export DIE_AREA = 0 0 87 87
### ./constraint.sdc
current_design guess_and_compare

set clk_period 2.4
set clk_io_pct 0.2

create_clock -name clk0 -period $clk_period [get_ports {clk}]

set non_clock_inputs [all_inputs -no_clocks]
set_input_delay [expr $clk_period * $clk_io_pct] -clock clk0 $non_clock_inputs
set_output_delay [expr $clk_period * $clk_io_pct] -clock clk0 [all_outputs]
### ./design.v
`timescale 1ns / 1ps
module compare(
    input [6:0] actual_number,  
    input [6:0] guess_number,   
    output reg [1:0] result     
);
always @(*) begin
    if (guess_number == actual_number)
        result = 2'b00;  
    else if (guess_number > actual_number)
        result = 2'b01;  
    else
        result = 2'b10;  
end
endmodule
`timescale 1ns / 1ps
module guess_and_compare(
    input clk,
    input reset,
    input guess_trigger,
    input [6:0] user_number,
    input [6:0] actual_number,   
    output [1:0] comparison_result
);
wire [6:0] guess_number;
wire guess_ready;
guess_input guess_input_inst (
    .clk(clk),
    .reset(reset),
    .guess_trigger(guess_trigger),
    .user_number(user_number),
    .guess_number(guess_number),
    .guess_ready(guess_ready)
);
compare compare_inst (
    .actual_number(actual_number),
    .guess_number(guess_number),
    .result(comparison_result)
);
endmodule
`timescale 1ns / 1ps
module guess_input(
    input clk,               
    input reset,            
    input guess_trigger,       
    input [6:0] user_number,   
    output reg [6:0] guess_number,  
    output reg guess_ready  
);
always @(posedge clk or posedge reset) begin
    if (reset) begin
        guess_number <= 0;
        guess_ready <= 0;
    end else if (guess_trigger) begin
        guess_number <= user_number;
        guess_ready <= 1;
    end else begin
        guess_ready <= 0;
    end
end
endmodule
### ./run.sh
#!/bin/bash
# OpenROAD 26Q1-2900-gdf79404cd8, Yosys 0.63+post, stock flow scripts
make -C /OpenROAD-flow-scripts/flow DESIGN_CONFIG=/design/flow/config.mk WORK_HOME=/design/flow/orfs finish
==> flow_summary.yaml <==
# physical design summary
run_status:
  status: "complete, no violations"
drt:
  drc: 0
  vias: 384
  ant_nets: 0
  viasPerCell: 3.25
  route.met2.wl_um: 636
  m1WireLength_um: 483
  diodes: 0
  drt-pass1-iter-count: 4
  first_iter_violations: 7
  wl_met3_um: 131
  dr.max_layer_used: "met4"
  wire_per_inst_um: 10.7
  wirelength_mm: 1.26
global_routing:
  grt_overflow: 0
  grt_pass1_wl_mm: 2.03
  grt_pass1_vias: 443
  antenna_found_initial: 0
  grt_max_degree: 9
  track_usage_pct: 3.38
yosys:
  ys_cells: 43
  synth_cell_types: 16
  synth.avg_cell_area_um2: 10.7
  syn_area_um2: 460
  yosys.area.top_type: "dfrtp_1"
  yosysTopAreaCellShare_pct: 38.0
  yosysWarnings: 2
  ys_chip_area_um2: 460
  synthTopCellsByArea: "dfrtp_1 38%, ha_1 19%, mux2_2 15%, inv_1 6.5%, a21oi_2 3.8%"
  ys.flops: 7
  ys_async_sr_fraction_pct: 100
  common_cells: "8 x inv_1, 7 x dfrtp_1, 7 x ha_1, 6 x mux2_2"
  synthFlopType: "dfrtp_1"
  synthCells: 43
  yosysSeqAreaShare_pct: 38.0
  post-synth-top-count-cell: "inv_1"
  synth-edff-count: 0
clocking:
  cts_buffer_depth: 2
  cts_buffers: 3
  cts.reportedPaths.clkPinSlew_ns: 0.04
  root_buffer: "clkbuf_8"
  insertion_delay_ns: 0.22
  cts_tree: "built"
  clock-sinks: 7
  htreeDepth: 1
placed_design:
  gp_congestion: 0.746
  port_buffers: 18
  dp_hpwl_mm: 1.02
  dp.cells: 113
finish:
  top_regs: "guess_input_inst.guess_number x7"
  comb_area_um2: 335
  largest_reg_flops: 7
  drive_gt1_share_pct: 42.4
  synthToLayoutAreaGrowth_pct: 81.8
  regArea_um2: 175
  fin_cells: 118
  top_register: "guess_input_inst.guess_number"
  fillers: 464
  fin_util_pct: 19.2
critical_path:
  critPathArrivalTime_ns: 1.86
  cp-end-kind: "primary output"
  r2r_slack_ns: 1.59
  start_kind: "primary input"
  critical_path.max_fanout: 3
  criticalPathCategory: "in -> out"
  required_ns: 1.92
pwr:
  power_density_nw_per_um2: 520
  peakVddDrop_mv: 0.131
  p_leak_nw: 0.332
floorplan:
  rows: 24
  die_x_um: 87
  core_area_um2: 4350
  fp_util_pct: 10.6
  die_h_um: 87
  dieArea_um2: 7570
  io_pins: 19
final_timing:
  maxSlewHeadroom_pct: 76.3
  worst_slew_pin_slew_ns: 0.354
  hold_viol: 0
  rsz0062_at_grt: "no"
  finalClockPeriodUsage_pct: 97.3
  setup_viol: 0
  max_freq_ghz: 0.428
  skew_ns: 0
  fin_crit_ns: 2.34
  slew_viol_final: 0
job:
  warnings: 25
  cap_violations: 0
worst_hold_path:
  hold_path_class: "in -> async"
[final timing paths]
check                                                 start  cells past startpoint                               end
setup / recovery                           actual_number[2]                      7              comparison_result[0]
hold / removal                                        reset                      2  guess_input_inst.guess_number[3]
setup reg to reg           guess_input_inst.guess_number[5]                      1  guess_input_inst.guess_number[5]
hold reg to reg            guess_input_inst.guess_number[0]                      2  guess_input_inst.guess_number[0]
max in group asynchronous                             reset                      2  guess_input_inst.guess_number[2]
min in group clk0          guess_input_inst.guess_number[0]                      2  guess_input_inst.guess_number[0]
[repair_timing]
item	4_1_cts	5_1_grt
resized	22	0
setup endpoints to repair	2	0
buffers inserted	1	0
hold buffers	0	0
hold endpoints to repair	0	0
[where the power goes]
group	total, mW	internal, mW	switching [mW]
Sequential	0.143	0.130	0.0127
Clock	0.160	0.114	0.0458
Combinational	0.132	0.0830	0.0486
Total	0.435	0.328	0.107
[critical path: stages]
cell and delay, ns:
dlygate4sd2_1 0.21, inv_2 0.04, ha_4 0.26, nand3b_1 0.10
a21oi_2 0.15, o22a_1 0.15, clkdlybuf4s50_1 0.46
[area by class of cell]
cell class,instances,share of cell area [%]
Multi-Input combinational cell,27,40.1
Timing Repair Buffer,20,22.3
Sequential cell,7,20.9
Tap cell,52,7.77
Clock buffer,4,5.38
Inverter,8,3.59
[per-layer routing]
| layer | up-vias | global-route usage [%] |
|---|---|---|
| met5 | - | 0 |
| li1 | 193 | - |
| met3 | 2 | 1.70 |
| met4 | 0 | 0.884 |
| met1 | 181 | 3.34 |
| met2 | 8 | 6.06 |
[cell usage in the layout (no fill, tap or decap), types with 2 or more instances in the layout]
cell type and instances:
dfrtp_1 7, clkbuf_8 3, ha_4 6, nand2_1 2, mux2_2 6, inv_1 2
a21oi_2 3, clkdlybuf4s50_1 11, inv_2 6, dlygate4sd2_1 7, buf_4 2
[stage by stage]
stage | worst slack (ns) | TNS [ns] | cell area [µm²] | hold slack [ns] | total power [mW]
after floorplan | 0.716 | 0 | 460 | 0.283 | 0.193
after global placement | -0.222 | -0.428 | 702 | 0.510 | 0.241
after detailed placement | -0.246 | -0.461 | 702 | 0.514 | 0.244
after CTS | 0.0543 | 0 | 837 | 0.492 | 0.441
after global routing | 0.00283 | 0 | 837 | 0.508 | 0.464
final | 0.0636 | 0 | 837 | 0.489 | 0.435
[cell families (layout without fill, tap and decap cells)]
family	count (synthesis)	after routing	synth area share, %
and+or+nand+nor	6	6	7.88
DFF	7	7	38.0
AOI/OAI and AO/OA	8	8	11.4
adders and majority gates	7	7	19.0
muxes	6	6	14.7
buffers and inverters	9	32	8.97
Power is estimated from default activity; no workload was simulated.
